===== flow/run.sh =====
#!/bin/bash
# OpenROAD 26Q1-2900-gdf79404cd8, Yosys 0.63+post, stock flow scripts
make -C /OpenROAD-flow-scripts/flow DESIGN_CONFIG=/design/flow/config.mk WORK_HOME=/design/flow/orfs finish

===== flow/design.v =====
module mux2 #(parameter WIDTH = 32)
             (d0, d1,
              s, y);
    input  [WIDTH-1:0] d0, d1;
    input              s;
    output [WIDTH-1:0] y;          
    assign y = ( s == 1'b1 ) ? d1:d0;
endmodule
module mux2x5 #(parameter WIDTH = 5)
             (d0, d1,
              s, y);
    input  [WIDTH-1:0] d0, d1;
    input              s;
    output [WIDTH-1:0] y;          
    assign y = ( s == 1'b1 ) ? d1:d0;
endmodule
module mux4 #(parameter WIDTH = 32)
             (d0, d1, d2, d3,
              s, y);
    input  [WIDTH-1:0] d0, d1, d2, d3;
    input  [1:0] s;
    output [WIDTH-1:0] y;
    reg [WIDTH-1:0] y_r;
    always @( * ) begin
        case ( s )
            2'b00: y_r = d0;
            2'b01: y_r = d1;
            2'b10: y_r = d2;
            2'b11: y_r = d3;
            default: ;
        endcase             
    end  
    assign y = y_r;
endmodule
module mux8 #(parameter WIDTH = 32)
             (d0, d1, d2, d3,
              d4, d5, d6, d7,
              s, y);
    input  [WIDTH-1:0] d0, d1, d2, d3;
    input  [WIDTH-1:0] d4, d5, d6, d7;
    input  [2:0]       s;
    output [WIDTH-1:0] y;
    reg [WIDTH-1:0] y_r;
    always @( * ) begin
        case ( s )
            3'd0: y_r = d0;
            3'd1: y_r = d1;
            3'd2: y_r = d2;
            3'd3: y_r = d3;
            3'd4: y_r = d4;
            3'd5: y_r = d5;
            3'd6: y_r = d6;
            3'd7: y_r = d7;
            default: ;
        endcase
    end  
    assign y = y_r;    
endmodule
module mux16 #(parameter WIDTH = 32)
             (d0, d1, d2, d3,
              d4, d5, d6, d7,
              d8, d9, d10, d11,
              d12, d13, d14, d15,
              s, y);
    input [WIDTH-1:0] d0, d1, d2, d3;
    input [WIDTH-1:0] d4, d5, d6, d7;
    input [WIDTH-1:0] d8, d9, d10, d11;
    input [WIDTH-1:0] d12, d13, d14, d15;
    input [3:0] s;
    output [WIDTH-1:0] y;
    reg [WIDTH-1:0] y_r;
    always @( * ) begin
        case ( s )
            4'd0:  y_r = d0;
            4'd1:  y_r = d1;
            4'd2:  y_r = d2;
            4'd3:  y_r = d3;
            4'd4:  y_r = d4;
            4'd5:  y_r = d5;
            4'd6:  y_r = d6;
            4'd7:  y_r = d7;
            4'd8:  y_r = d8;
            4'd9:  y_r = d9;
            4'd10: y_r = d10;
            4'd11: y_r = d11;
            4'd12: y_r = d12;
            4'd13: y_r = d13;
            4'd14: y_r = d14;
            4'd15: y_r = d15;
            default: ;
        endcase
    end  
    assign y = y_r;    
endmodule

===== flow/config.mk =====
export PLATFORM = sky130hd
export DESIGN_NAME = mux16
export DESIGN_NICKNAME = mux16
export VERILOG_FILES = /design/flow/design.v
export SDC_FILE = /design/flow/constraint.sdc
export NUM_CORES = 4
export LEC_CHECK = 1
export CORE_AREA = 10 10 216 216
export DIE_AREA = 0 0 226 226

===== flow/constraint.sdc =====
current_design mux16

set clk_period 11.1
set clk_io_pct 0.2

create_clock -name clk0 -period $clk_period

set non_clock_inputs [all_inputs -no_clocks]
set_input_delay [expr $clk_period * $clk_io_pct] -clock clk0 $non_clock_inputs
set_output_delay [expr $clk_period * $clk_io_pct] -clock clk0 [all_outputs]

==> qor.yml <==
final_area_um2: 10100
cts-hold-fix-buffers: 0
worstPathRequired_ns: 8.88
critical_path_class: "in2out"
grt_pass1_vias: 8468
ys_cells: 607
drt_iter0_markers: 429
antenna_found_initial: 4
fin_total_pwr_mw: 0.414
synthDistinctLibCells: 46
maxSlewViolCount: 0
setup_violations: 0
overflow: 0
use_met2_pct: 31.1
nClkBuffers: 0
cts_setup_buffers: 0
crit_fanout: 49
syn_area_per_cell_um2: 6.75
final_antenna_net_count: 0
vias_per_cell: 4.81
cp-start-kind: "input pin"
dpl.hpwl_um: 39200
vdd_drop_max_uv: 13.2
core_um2: 41900
drive_above_1_share_pct: 5.68
netlist_area_um2: 4100
outcome: "complete, no violations"
post-route-util_pct: 24.0
post-route-period-util_pct: 70.2
fillers: 4602
die_w_um: 226
gr-usage-met1_pct: 20.5
routed_wl_um: 47400
first_pass_iters: 5
finalCriticalPeriod_ns: 7.79
regArea_um2: 0
syn_inst: 607
ys_warn_count: 1
p_per_area_nw_per_um2: 41.2
ff_count: 0
cp-end-kind: "output port"
tightest_slew_ns: 0.756
cp_data_arrival_time_ns: 5.57
top_usage_layer: "met2"
die_h_um: 226
cts_resized: 0
grt_max_degree: 54
rsz0062_at_grt: "false"
wl_per_cell_um: 29.1
fp_util_pct: 9.76
port_buffers: 548
p_leak_nw: 3.36
fmax_mhz: 128
met3_usage_pct: 4.63
grt_pass1_wl_um: 63800
drv_cap: 0
final_hold_viol_count: 0
chip_area_um2: 51100
placed_area_um2: 10000
rows: 75
gp_congestion: 0.971
ys_seq_share_pct: 0
warnings: 32
area_growth_syn_to_layout_pct: 145
worstSetupStartpoint: "s[1]"
crit_end: "y[31]"
drcViolationCount: 0
grt_usage_pct: 17.6
vias: 7843
ys_chip_area_um2: 4100
pin_count: 548
hp-class: "in2out"
slew_headroom_pct: 49.4
setup_tns_ns: 0
==> metrics by stage <==
step                      setup slack [ns]  hold slack, ns  std cells
after floorplan                       5.42            4.51        607
after global placement                3.21            5.39       1630
after detailed placement              3.20            5.39       1630
after CTS                             3.17            5.40       1630
after global routing                  3.13            5.43       1630
final                                 3.31            5.39       1631
==> routing by layer <==
layer / wire (um) / part of all wire (%)
met5: 46 / 0.097
met4: 1390 / 2.9
met1: 18100 / 38
met3: 4170 / 8.8
met2: 23700 / 50
==> where the power goes <==
group,switching (mW),internal (mW)
logic,0.163,0.251
clock network,0,0.0000000120
registers,0,0
==> worst min-delay path by stage <==
stage | from | to | cells after the start
5_1_grt | d0[15] | y[15] | 3
6_report | d0[30] | y[30] | 4
4_1_cts | d0[23] | y[23] | 4
==> cells by family (layout without fill, tap and decap cells) <==
group	Yosys count	count (layout)	synth area share, %
AOI/OAI and AO/OA	363	363	68.3
and+or+nand+nor	134	134	15.7
buffers and inverters	86	570	10.1
muxes	24	24	5.87
other	0	1	0
==> synthesized netlist by cell type (5+ instances only) <==
library cell   n  area (um^2)
mux2i_1       24          240
nor2b_1        8         50.1
o22ai_1       32          200
o21ai_0       38          190
a31oi_1       28          175
a22oi_1       84          631
a2111oi_2     20          300
a211o_1       23          201
nand2b_1       5         31.3
nor2_1        39          146
clkbuf_1      40          150
nand3_1       50          250
buf_6          6         67.6
a221oi_1      28          245
a21oi_1       30          150
buf_2         31          155
a22o_1        56          490
nand2_1       15         56.3
==> worst max-delay path, stage by stage <==
cell	delay, ns
buf_4	0.35
buf_4	0.56
nor2b_4	0.57
buf_4	0.45
a22oi_1	0.12
o22ai_1	0.35
a2111oi_0	0.12
a21oi_1	0.21
clkdlybuf4s50_1	0.51
==> area by class of cell <==
type | instances | area (um^2) | area share, %
multi-input combinational | 521 | 3750 | 37.3
tap | 539 | 674 | 6.71
antenna | 1 | 2.50 | 0.0249
inverter | 3 | 11.3 | 0.112
timing repair buffer | 567 | 5610 | 55.8
==> placed cells by master (no fill, tap or decap), drive strengths merged, types with 2 or more instances in the layout <==
cell type / Yosys / layout
a211o: 23 / 23
a211oi: 4 / 4
nand2: 16 / 16
nor2b: 8 / 8
a221oi: 28 / 28
nor3: 4 / 4
nor2: 40 / 40
a31oi: 28 / 28
o32ai: 3 / 3
a32o: 2 / 2
nand3: 50 / 50
nand2b: 5 / 5
and2: 5 / 5
mux2i: 24 / 24
a2111oi: 23 / 23
inv: 3 / 3
buf: 42 / 23
o21ai: 38 / 38
and3: 2 / 2
clkdlybuf4s50: 0 / 544
a21oi: 30 / 30
a22oi: 84 / 84
o22ai: 32 / 32
o32a: 3 / 3
a22o: 56 / 56
o221ai: 2 / 2
Power is estimated from default activity; no workload was simulated.
