[./run.sh]
#!/bin/bash
# OpenROAD 26Q1-2900-gdf79404cd8, Yosys 0.63+post, stock flow scripts
make -C /OpenROAD-flow-scripts/flow DESIGN_CONFIG=/design/flow/config.mk WORK_HOME=/design/flow/orfs finish
[./config.mk]
export PLATFORM = sky130hd
export DESIGN_NAME = Alu
export DESIGN_NICKNAME = Alu
export VERILOG_FILES = /design/flow/design.v
export SDC_FILE = /design/flow/constraint.sdc
export NUM_CORES = 4
export LEC_CHECK = 1
export CORE_UTILIZATION = 30
[./constraint.sdc]
current_design Alu

set clk_period 10.4
set clk_io_pct 0.2

create_clock -name clk0 -period $clk_period

set non_clock_inputs [all_inputs -no_clocks]
set_input_delay [expr $clk_period * $clk_io_pct] -clock clk0 $non_clock_inputs
set_output_delay [expr $clk_period * $clk_io_pct] -clock clk0 [all_outputs]
[./design.v]
module shift(
      d, sa, right, arith, sh
);
      input [4:0] sa;
      input [31:0] d;
      input right, arith;
      output [31:0] sh;
      reg [31:0] sh;
      always@ * begin
        if(!right) begin
            sh = d << sa;
        end else if(!arith) begin
            sh = d >> sa;
        end else begin
            sh = $signed(d) >>> sa;
        end
      end   
endmodule  
module add(a, b, c, g, p, s);
      input a, b, c;
      output g, p, s;
      assign s = a^b^c;
      assign g = a & b;
      assign p = a | b;
endmodule  
module g_p(g, p, c_in, g_out, p_out, c_out);
      input [1:0] g, p;
      input c_in;
      output g_out, p_out,c_out;
      assign g_out = g[1] | p[1] & g[0];
      assign p_out = p[1] & p[0];
      assign c_out = g[0] | p[0] & c_in;
endmodule
module cla_2(a, b, c_in, g_out, p_out, s);
      input [1:0] a, b;
      input c_in;
      output g_out, p_out;
      output [1:0] s;
      wire [1:0] g, p;
      wire c_out;
      add add0(a[0], b[0], c_in, g[0], p[0], s[0]);
      add add1(a[1], b[1], c_out, g[1], p[1], s[1]);
      g_p g_p0(g, p, c_in, g_out, p_out, c_out);
endmodule
module cla_4(a, b, c_in, g_out, p_out, s);
      input [3:0] a, b;
      input c_in;
      output g_out, p_out;
      output [3:0] s;
      wire [1:0] g,p;
      wire c_out;
      cla_2 cla0(a[1:0], b[1:0], c_in, g[0], p[0], s[1:0]);
      cla_2 cla1(a[3:2], b[3:2], c_out, g[1], p[1], s[3:2]);
      g_p g_p0(g, p, c_in, g_out, p_out, c_out);
endmodule
module cla_8(a, b, c_in, g_out, p_out, s);
      input [7:0] a, b;
      input c_in;
      output g_out, p_out;
      output [7:0] s;
      wire [1:0] g,p;
      wire c_out;
      cla_4 cla0(a[3:0], b[3:0], c_in, g[0], p[0], s[3:0]);
      cla_4 cla1(a[7:4], b[7:4], c_out, g[1], p[1], s[7:4]);
      g_p g_p0(g, p, c_in, g_out, p_out, c_out);
endmodule
module cla_16(a, b, c_in, g_out, p_out, s);
      input [15:0] a, b;
      input c_in;
      output g_out, p_out;
      output [15:0] s;
      wire [1:0] g,p;
      wire c_out;
      cla_8 cla0(a[7:0], b[7:0], c_in, g[0], p[0], s[7:0]);
      cla_8 cla1(a[15:8], b[15:8], c_out, g[1], p[1], s[15:8]);
      g_p g_p0(g, p, c_in, g_out, p_out, c_out);
endmodule
module cla_32(a, b, c_in, g_out, p_out, s);
      input [31:0] a, b;
      input c_in;
      output g_out, p_out;
      output [31:0] s;
      wire [1:0] g,p;
      wire c_out;
      cla_16 cla0(a[15:0], b[15:0], c_in, g[0], p[0], s[15:0]);
      cla_16 cla1(a[31:16], b[31:16], c_out, g[1], p[1], s[31:16]);
      g_p g_p0(g, p, c_in, g_out, p_out, c_out);
endmodule
module cla32(
  a, b, ci, s, co
);
      input [31:0] a, b;
      input ci;
      output [31:0] s;
      output co;
      wire g_out, p_out;
      cla_32 cla(a, b, ci, g_out, p_out, s);
      assign co = g_out | p_out & ci;
endmodule  
module addsub32(a, b, sub, s);
      input [31:0] a, b;
      input sub;
      output [31:0] s;
      cla32 as32(a, b^{32{sub}}, sub, s);      
endmodule
module Alu(DataIn1, DataIn2, AluCtrl, AluResult);
	input [31:0] DataIn1, DataIn2;
      input [3:0] AluCtrl;
      output [31:0] AluResult;
      wire [31:0] d_and = DataIn1 & DataIn2;
      wire [31:0] d_or = DataIn1 | DataIn2;
      wire [31:0] d_xor = DataIn1 ^ DataIn2;
      wire [31:0] d_lui = {DataIn2[15:0], 16'b0};
      wire [31:0] d_and_or = AluCtrl[2] ? d_or : d_and;
      wire [31:0] d_xor_lui = AluCtrl[2] ? d_lui : d_xor;
      wire [31:0] d_slt = DataIn1 < DataIn2 ? 0 : 1;
      wire [31:0] d_as, d_sh, d_sh_slt;
      addsub32 as32(DataIn1, DataIn2, AluCtrl[2], d_as);
      shift shifter(DataIn2, DataIn1[4:0], AluCtrl[2], AluCtrl[3], d_sh);
      mux2 shSlt32(d_sh, d_slt, AluCtrl[3], d_sh_slt);
      mux4 select(d_as, d_and_or, d_xor_lui, d_sh_slt, AluCtrl[1:0], AluResult);
endmodule
module mux2 #(parameter WIDTH = 32)
             (d0, d1,
              s, y);
    input  [WIDTH-1:0] d0, d1;
    input              s;
    output [WIDTH-1:0] y;          
    assign y = ( s == 1'b1 ) ? d1:d0;
endmodule
module mux2x5 #(parameter WIDTH = 5)
             (d0, d1,
              s, y);
    input  [WIDTH-1:0] d0, d1;
    input              s;
    output [WIDTH-1:0] y;          
    assign y = ( s == 1'b1 ) ? d1:d0;
endmodule
module mux4 #(parameter WIDTH = 32)
             (d0, d1, d2, d3,
              s, y);
    input  [WIDTH-1:0] d0, d1, d2, d3;
    input  [1:0] s;
    output [WIDTH-1:0] y;
    reg [WIDTH-1:0] y_r;
    always @( * ) begin
        case ( s )
            2'b00: y_r = d0;
            2'b01: y_r = d1;
            2'b10: y_r = d2;
            2'b11: y_r = d3;
            default: ;
        endcase             
    end  
    assign y = y_r;
endmodule
module mux8 #(parameter WIDTH = 32)
             (d0, d1, d2, d3,
              d4, d5, d6, d7,
              s, y);
    input  [WIDTH-1:0] d0, d1, d2, d3;
    input  [WIDTH-1:0] d4, d5, d6, d7;
    input  [2:0]       s;
    output [WIDTH-1:0] y;
    reg [WIDTH-1:0] y_r;
    always @( * ) begin
        case ( s )
            3'd0: y_r = d0;
            3'd1: y_r = d1;
            3'd2: y_r = d2;
            3'd3: y_r = d3;
            3'd4: y_r = d4;
            3'd5: y_r = d5;
            3'd6: y_r = d6;
            3'd7: y_r = d7;
            default: ;
        endcase
    end  
    assign y = y_r;    
endmodule
module mux16 #(parameter WIDTH = 32)
             (d0, d1, d2, d3,
              d4, d5, d6, d7,
              d8, d9, d10, d11,
              d12, d13, d14, d15,
              s, y);
    input [WIDTH-1:0] d0, d1, d2, d3;
    input [WIDTH-1:0] d4, d5, d6, d7;
    input [WIDTH-1:0] d8, d9, d10, d11;
    input [WIDTH-1:0] d12, d13, d14, d15;
    input [3:0] s;
    output [WIDTH-1:0] y;
    reg [WIDTH-1:0] y_r;
    always @( * ) begin
        case ( s )
            4'd0:  y_r = d0;
            4'd1:  y_r = d1;
            4'd2:  y_r = d2;
            4'd3:  y_r = d3;
            4'd4:  y_r = d4;
            4'd5:  y_r = d5;
            4'd6:  y_r = d6;
            4'd7:  y_r = d7;
            4'd8:  y_r = d8;
            4'd9:  y_r = d9;
            4'd10: y_r = d10;
            4'd11: y_r = d11;
            4'd12: y_r = d12;
            4'd13: y_r = d13;
            4'd14: y_r = d14;
            4'd15: y_r = d15;
            default: ;
        endcase
    end  
    assign y = y_r;    
endmodule
==> impl_results.html <==
<h2>Implementation results</h2>
<table>
<tr><th>Metric</th><th>Value</th></tr>
<tr><th colspan="2">Flow run</th></tr>
<tr><td>Max-cap viol count</td><td>0</td></tr>
<tr><td>OpenROAD warning count</td><td>139</td></tr>
<tr><th colspan="2">Power</th></tr>
<tr><td>Psw</td><td>322 uW</td></tr>
<tr><td>Total power per unit cell area</td><td>56.6 nW/um^2</td></tr>
<tr><td>Cell internal pwr</td><td>234 uW</td></tr>
<tr><td>Peak supply drop</td><td>0.0000152 V</td></tr>
<tr><td>Sw Share</td><td>0.579</td></tr>
<tr><td>Total power after layout</td><td>555 uW</td></tr>
<tr><td>Leakage power summed over all cells</td><td>0.00434 uW</td></tr>
<tr><th colspan="2">Logic synthesis</th></tr>
<tr><td>Post-synth seq share</td><td>0</td></tr>
<tr><td>Number of different library cells in the post-synthesis netlist</td><td>70</td></tr>
<tr><td>Tally of yosys warning messages</td><td>2</td></tr>
<tr><td>Yosys stat cell total</td><td>1122</td></tr>
<tr><td>YS chip area</td><td>8610 um^2</td></tr>
<tr><td>Post-Synthesis Mean Instance Area</td><td>7.68 um^2</td></tr>
<tr><td>Syn Inst Count</td><td>1122</td></tr>
<tr><td>Post-synthesis cell area</td><td>8610 um^2</td></tr>
<tr><th colspan="2">Detailed routing</th></tr>
<tr><td>Via count</td><td>8880</td></tr>
<tr><td>Drt total wl</td><td>38700 um</td></tr>
<tr><td>Post-route antenna net violation count</td><td>0</td></tr>
<tr><td>Wire length per cell</td><td>25.3 um</td></tr>
<tr><td>Number of DRC violations after detailed-routing iteration 0</td><td>870</td></tr>
<tr><td>DRC violations left</td><td>0</td></tr>
<tr><td>Routed via count divided by cell count</td><td>5.80</td></tr>
<tr><td>Initial DRT Pass Iterations</td><td>5</td></tr>
<tr><th colspan="2">Worst setup path</th></tr>
<tr><td>Number of buffers and inverters on the critical path</td><td>3</td></tr>
<tr><td>Type of element launching the critical path</td><td>input port</td></tr>
<tr><td>Launching instance or port of the critical path</td><td>DataIn2[6]</td></tr>
<tr><td>Arrival time worst endpoint</td><td>7050 ps</td></tr>
<tr><td>Largest stage delay on the critical path</td><td>770 ps</td></tr>
<tr><td>Worst-path cell with the longest stage delay</td><td>clkdlybuf4s50_1</td></tr>
<tr><td>Largest fanout on the critical path</td><td>11</td></tr>
<tr><td>Worst path most repeated cell</td><td>a21oi_1</td></tr>
<tr><td>Critical setup path kind</td><td>input port to output port</td></tr>
<tr><td>Chain of cells forming the critical path</td><td>clkdlybuf4s50_1 -&gt; xor2_1 -&gt; inv_1 -&gt; ha_1 -&gt; or3_1 -&gt; a211oi_1 -&gt; nand3_1 -&gt; a211oi_1 -&gt; o21ai_1 -&gt; o311a_1 -&gt; a21oi_1 -&gt; fa_1 -&gt; nor2_1 -&gt; a21oi_1 -&gt; a21oi_1 -&gt; o21ai_0 -&gt; clkdlybuf4s50_1</td></tr>
<tr><td>Type of element capturing the critical path</td><td>output port</td></tr>
<tr><td>Required time reported for the critical path endpoint</td><td>8320 ps</td></tr>
<tr><td>Cell family contributing the most delay on the critical path</td><td>AND-OR/OR-AND gates</td></tr>
<tr><th colspan="2">Layout</th></tr>
<tr><td>Total area of sequential cells</td><td>0 um^2</td></tr>
<tr><td>Synth-to-Final Area Change</td><td>13.9%</td></tr>
<tr><td>Count of clock-net buffers in the final layout</td><td>0</td></tr>
<tr><td>Layout cells sized above 1</td><td>0.110</td></tr>
<tr><td>Final design utilization</td><td>0.350</td></tr>
<tr><td>Commonest non-fill, non-tap cells in the layout</td><td>ha_1 (154), inv_1 (120), clkdlybuf4s50_1 (96)</td></tr>
<tr><td>Fill cells</td><td>2921</td></tr>
<tr><td>Count of flip-flops and latches</td><td>0</td></tr>
<tr><td>Most common library cell in the layout ignoring fill and taps</td><td>ha_1</td></tr>
<tr><th colspan="2">Place</th></tr>
<tr><td>Detailed-placement wirelength estimate</td><td>30100 um</td></tr>
<tr><td>PortBufs</td><td>100</td></tr>
<tr><td>GP Congestion</td><td>1.03</td></tr>
<tr><td>Pre-CTS setup slack</td><td>1330 ps</td></tr>
<tr><th colspan="2">Min path</th></tr>
<tr><td>Type of the most critical hold path</td><td>input port to output port</td></tr>
<tr><td>Worst min-delay path startpoint</td><td>DataIn1[3]</td></tr>
<tr><th colspan="2">Timing</th></tr>
<tr><td>Unrepaired setup endpoints after global routing</td><td>no</td></tr>
<tr><td>Final-report hold violation count</td><td>0</td></tr>
<tr><td>Time the worst path needs with I/O delays and setup</td><td>9130 ps</td></tr>
<tr><td>Actual slew at the worst max-slew pin</td><td>975 ps</td></tr>
<tr><td>Sum of negative setup slack</td><td>0 ps</td></tr>
<tr><td>Post-route clock period utilization</td><td>0.877</td></tr>
<tr><td>Final max-slew violation count</td><td>0</td></tr>
<tr><td>Highest Clock Rate</td><td>110 MHz</td></tr>
<tr><td>Relative slew slack</td><td>0.344</td></tr>
<tr><td>Setup Viol. Count Final</td><td>0</td></tr>
<tr><td>PnR worst setup slack</td><td>1270 ps</td></tr>
<tr><th colspan="2">Global routing</th></tr>
<tr><td>Global-route wire length before repair</td><td>56200 um</td></tr>
<tr><td>Pin count of the biggest net entering global routing</td><td>66</td></tr>
<tr><td>Initial antenna violation count</td><td>3</td></tr>
<tr><td>Gr ovfl total</td><td>0</td></tr>
<tr><td>Global-route usage over all layers</td><td>0.269</td></tr>
<tr><td>Vias in the first global route</td><td>8590</td></tr>
<tr><th colspan="2">Floorplan</th></tr>
<tr><td>Horizontal extent of the die</td><td>171 um</td></tr>
<tr><td>Core Region</td><td>28000 um^2</td></tr>
<tr><td>Floorplan core density</td><td>0.307</td></tr>
<tr><td>Die span in y</td><td>171 um</td></tr>
<tr><td>Total I/O pin count</td><td>100</td></tr>
<tr><td>FP Rows</td><td>61</td></tr>
<tr><td>Die ar.</td><td>29400 um^2</td></tr>
<tr><th colspan="2">Clock network</th></tr>
<tr><td>Post-cts hold buffer count</td><td>0</td></tr>
<tr><td>Buffer count from post-CTS setup fixing</td><td>0</td></tr>
<tr><td>PostCTS Resize Cnt</td><td>0</td></tr>
<tr><th colspan="2">Status</th></tr>
<tr><td>Outcome</td><td>finished clean</td></tr>
</table>
==> through the flow <==
step | cell area, um^2 | instances | hold slack, ps
floorplan | 8610 | 1122 | 4310
CTS | 9810 | 1528 | 5170
global route | 9810 | 1528 | 5280
detailed placement | 9810 | 1528 | 5160
global placement | 9810 | 1528 | 5180
finish | 9810 | 1530 | 5160
==> Yosys cell counts, types with 4 or more instances <==
master | n | area [um^2]
o211ai_1 | 12 | 90.1
a221oi_1 | 11 | 96.3
nor4_1 | 6 | 37.5
a211o_1 | 4 | 35.0
ha_1 | 154 | 1930
xor2_1 | 41 | 359
a221o_1 | 4 | 40.0
buf_2 | 20 | 100
a2bb2oi_1 | 4 | 35.0
o22ai_1 | 12 | 75.1
or3_1 | 7 | 43.8
buf_6 | 4 | 45.0
buf_1 | 6 | 22.5
mux2i_1 | 50 | 500
nand3_1 | 13 | 65.1
a22oi_1 | 21 | 158
o21bai_1 | 6 | 45.0
o221ai_1 | 6 | 52.6
nor3_1 | 18 | 90.1
clkbuf_1 | 58 | 218
mux4_2 | 45 | 1010
nor2b_1 | 7 | 43.8
a22o_1 | 4 | 35.0
mux2_2 | 38 | 428
a211oi_1 | 13 | 97.6
o21a_1 | 5 | 37.5
nand2b_1 | 9 | 56.3
xnor2_1 | 7 | 61.3
nand2_1 | 64 | 240
a21oi_1 | 92 | 460
o31ai_1 | 5 | 37.5
a31oi_1 | 8 | 50.1
buf_4 | 12 | 90.1
o21ai_0 | 68 | 340
inv_1 | 121 | 454
nor2_1 | 94 | 353
fa_1 | 15 | 300
==> power by group through the flow <==
stage | clock (uW) | sequential (uW) | combinational (uW)
after global routing | 0 | 0 | 600
after CTS | 0 | 0 | 549
==> cell type report <==
type / count / area, um^2 / area share
Inverter: 124 / 465 / 0.0474
Tap cell: 378 / 473 / 0.0482
Antenna cell: 2 / 5.00 / 0.000510
Multi-Input combinational cell: 898 / 7670 / 0.782
Timing Repair Buffer: 128 / 1200 / 0.122
==> logic make-up (layout without fill, tap and decap cells) <==
group                    count (synthesis)  in the layout  synth area share
multiplexers                           133            133             0.225
adder cells (fa/ha/maj)                169            169             0.259
AND-OR/OR-AND                          316            316             0.238
XOR/XNOR                                48             48            0.0488
AND/OR/NAND/NOR                        232            232             0.120
other                                    0              2                 0
buffers and inverters                  224            252             0.109
==> final timing paths <==
kind                  slack, ps            end  depth (start not counted)
worst min-delay path       5160   AluResult[3]                          6
worst max-delay path       1270  AluResult[30]                         17
==> per-layer routing <==
metal  share of wire  wire length, um  GRT usage  vias to the layer above
met5          0.0017               66     0.0139                        -
met4           0.056             2150      0.129                        4
met3           0.095             3690     0.0743                       96
met2            0.44            16800      0.406                      398
met1            0.41            15900      0.357                     4295
li1                -                -          -                     4087
Power and IR drop assume default switching activity.
