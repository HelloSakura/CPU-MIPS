File: run.sh
#!/bin/bash
# OpenROAD 26Q1-2900-gdf79404cd8, Yosys 0.63+post, stock flow scripts
make -C /OpenROAD-flow-scripts/flow DESIGN_CONFIG=/design/flow/config.mk WORK_HOME=/design/flow/orfs finish
File: config.mk
export PLATFORM = sky130hd
export DESIGN_NAME = IF_Stage
export DESIGN_NICKNAME = IF_Stage
export VERILOG_FILES = /design/flow/design.v
export SDC_FILE = /design/flow/constraint.sdc
export NUM_CORES = 4
export LEC_CHECK = 1
export CORE_AREA = 10 10 97 97
export DIE_AREA = 0 0 107 107
export SYNTH_MEMORY_MAX_BITS = 65536
File: constraint.sdc
current_design IF_Stage

set clk_period 11.2
set clk_io_pct 0.2

create_clock -name clk0 -period $clk_period

set non_clock_inputs [all_inputs -no_clocks]
set_input_delay [expr $clk_period * $clk_io_pct] -clock clk0 $non_clock_inputs
set_output_delay [expr $clk_period * $clk_io_pct] -clock clk0 [all_outputs]
File: design.v
module shift(
      d, sa, right, arith, sh
);
      input [4:0] sa;
      input [31:0] d;
      input right, arith;
      output [31:0] sh;
      reg [31:0] sh;
      always@ * begin
        if(!right) begin
            sh = d << sa;
        end else if(!arith) begin
            sh = d >> sa;
        end else begin
            sh = $signed(d) >>> sa;
        end
      end   
endmodule  
module add(a, b, c, g, p, s);
      input a, b, c;
      output g, p, s;
      assign s = a^b^c;
      assign g = a & b;
      assign p = a | b;
endmodule  
module g_p(g, p, c_in, g_out, p_out, c_out);
      input [1:0] g, p;
      input c_in;
      output g_out, p_out,c_out;
      assign g_out = g[1] | p[1] & g[0];
      assign p_out = p[1] & p[0];
      assign c_out = g[0] | p[0] & c_in;
endmodule
module cla_2(a, b, c_in, g_out, p_out, s);
      input [1:0] a, b;
      input c_in;
      output g_out, p_out;
      output [1:0] s;
      wire [1:0] g, p;
      wire c_out;
      add add0(a[0], b[0], c_in, g[0], p[0], s[0]);
      add add1(a[1], b[1], c_out, g[1], p[1], s[1]);
      g_p g_p0(g, p, c_in, g_out, p_out, c_out);
endmodule
module cla_4(a, b, c_in, g_out, p_out, s);
      input [3:0] a, b;
      input c_in;
      output g_out, p_out;
      output [3:0] s;
      wire [1:0] g,p;
      wire c_out;
      cla_2 cla0(a[1:0], b[1:0], c_in, g[0], p[0], s[1:0]);
      cla_2 cla1(a[3:2], b[3:2], c_out, g[1], p[1], s[3:2]);
      g_p g_p0(g, p, c_in, g_out, p_out, c_out);
endmodule
module cla_8(a, b, c_in, g_out, p_out, s);
      input [7:0] a, b;
      input c_in;
      output g_out, p_out;
      output [7:0] s;
      wire [1:0] g,p;
      wire c_out;
      cla_4 cla0(a[3:0], b[3:0], c_in, g[0], p[0], s[3:0]);
      cla_4 cla1(a[7:4], b[7:4], c_out, g[1], p[1], s[7:4]);
      g_p g_p0(g, p, c_in, g_out, p_out, c_out);
endmodule
module cla_16(a, b, c_in, g_out, p_out, s);
      input [15:0] a, b;
      input c_in;
      output g_out, p_out;
      output [15:0] s;
      wire [1:0] g,p;
      wire c_out;
      cla_8 cla0(a[7:0], b[7:0], c_in, g[0], p[0], s[7:0]);
      cla_8 cla1(a[15:8], b[15:8], c_out, g[1], p[1], s[15:8]);
      g_p g_p0(g, p, c_in, g_out, p_out, c_out);
endmodule
module cla_32(a, b, c_in, g_out, p_out, s);
      input [31:0] a, b;
      input c_in;
      output g_out, p_out;
      output [31:0] s;
      wire [1:0] g,p;
      wire c_out;
      cla_16 cla0(a[15:0], b[15:0], c_in, g[0], p[0], s[15:0]);
      cla_16 cla1(a[31:16], b[31:16], c_out, g[1], p[1], s[31:16]);
      g_p g_p0(g, p, c_in, g_out, p_out, c_out);
endmodule
module cla32(
  a, b, ci, s, co
);
      input [31:0] a, b;
      input ci;
      output [31:0] s;
      output co;
      wire g_out, p_out;
      cla_32 cla(a, b, ci, g_out, p_out, s);
      assign co = g_out | p_out & ci;
endmodule  
module addsub32(a, b, sub, s);
      input [31:0] a, b;
      input sub;
      output [31:0] s;
      cla32 as32(a, b^{32{sub}}, sub, s);      
endmodule
module Alu(DataIn1, DataIn2, AluCtrl, AluResult);
	input [31:0] DataIn1, DataIn2;
      input [3:0] AluCtrl;
      output [31:0] AluResult;
      wire [31:0] d_and = DataIn1 & DataIn2;
      wire [31:0] d_or = DataIn1 | DataIn2;
      wire [31:0] d_xor = DataIn1 ^ DataIn2;
      wire [31:0] d_lui = {DataIn2[15:0], 16'b0};
      wire [31:0] d_and_or = AluCtrl[2] ? d_or : d_and;
      wire [31:0] d_xor_lui = AluCtrl[2] ? d_lui : d_xor;
      wire [31:0] d_slt = DataIn1 < DataIn2 ? 0 : 1;
      wire [31:0] d_as, d_sh, d_sh_slt;
      addsub32 as32(DataIn1, DataIn2, AluCtrl[2], d_as);
      shift shifter(DataIn2, DataIn1[4:0], AluCtrl[2], AluCtrl[3], d_sh);
      mux2 shSlt32(d_sh, d_slt, AluCtrl[3], d_sh_slt);
      mux4 select(d_as, d_and_or, d_xor_lui, d_sh_slt, AluCtrl[1:0], AluResult);
endmodule
module Instruct_Memory(Address, Instruct);				 
	input [9:0] Address;
	output [31:0] Instruct;
	reg [31:0] temp;
	reg [31:0] instruct_memory[1023:0];
	always@(Address)
	begin
		temp = instruct_memory[Address];
	end
	assign Instruct = temp;
endmodule
module mux2 #(parameter WIDTH = 32)
             (d0, d1,
              s, y);
    input  [WIDTH-1:0] d0, d1;
    input              s;
    output [WIDTH-1:0] y;          
    assign y = ( s == 1'b1 ) ? d1:d0;
endmodule
module mux2x5 #(parameter WIDTH = 5)
             (d0, d1,
              s, y);
    input  [WIDTH-1:0] d0, d1;
    input              s;
    output [WIDTH-1:0] y;          
    assign y = ( s == 1'b1 ) ? d1:d0;
endmodule
module mux4 #(parameter WIDTH = 32)
             (d0, d1, d2, d3,
              s, y);
    input  [WIDTH-1:0] d0, d1, d2, d3;
    input  [1:0] s;
    output [WIDTH-1:0] y;
    reg [WIDTH-1:0] y_r;
    always @( * ) begin
        case ( s )
            2'b00: y_r = d0;
            2'b01: y_r = d1;
            2'b10: y_r = d2;
            2'b11: y_r = d3;
            default: ;
        endcase             
    end  
    assign y = y_r;
endmodule
module mux8 #(parameter WIDTH = 32)
             (d0, d1, d2, d3,
              d4, d5, d6, d7,
              s, y);
    input  [WIDTH-1:0] d0, d1, d2, d3;
    input  [WIDTH-1:0] d4, d5, d6, d7;
    input  [2:0]       s;
    output [WIDTH-1:0] y;
    reg [WIDTH-1:0] y_r;
    always @( * ) begin
        case ( s )
            3'd0: y_r = d0;
            3'd1: y_r = d1;
            3'd2: y_r = d2;
            3'd3: y_r = d3;
            3'd4: y_r = d4;
            3'd5: y_r = d5;
            3'd6: y_r = d6;
            3'd7: y_r = d7;
            default: ;
        endcase
    end  
    assign y = y_r;    
endmodule
module mux16 #(parameter WIDTH = 32)
             (d0, d1, d2, d3,
              d4, d5, d6, d7,
              d8, d9, d10, d11,
              d12, d13, d14, d15,
              s, y);
    input [WIDTH-1:0] d0, d1, d2, d3;
    input [WIDTH-1:0] d4, d5, d6, d7;
    input [WIDTH-1:0] d8, d9, d10, d11;
    input [WIDTH-1:0] d12, d13, d14, d15;
    input [3:0] s;
    output [WIDTH-1:0] y;
    reg [WIDTH-1:0] y_r;
    always @( * ) begin
        case ( s )
            4'd0:  y_r = d0;
            4'd1:  y_r = d1;
            4'd2:  y_r = d2;
            4'd3:  y_r = d3;
            4'd4:  y_r = d4;
            4'd5:  y_r = d5;
            4'd6:  y_r = d6;
            4'd7:  y_r = d7;
            4'd8:  y_r = d8;
            4'd9:  y_r = d9;
            4'd10: y_r = d10;
            4'd11: y_r = d11;
            4'd12: y_r = d12;
            4'd13: y_r = d13;
            4'd14: y_r = d14;
            4'd15: y_r = d15;
            default: ;
        endcase
    end  
    assign y = y_r;    
endmodule
module IF_Stage(PCSourse, PC, Transfer_PC, R_PC, Jump_PC, Next_PC, PC_4, Instruct);                  
    input [31:0] PC, Jump_PC, Transfer_PC, R_PC;             
    input [1:0] PCSourse;                    
    output [31:0] Next_PC, PC_4, Instruct;
    mux4 Mux4_to_1(PC_4, Transfer_PC, R_PC,Jump_PC, PCSourse,  Next_PC);
    cla32 pc_plus_4(PC, 32'h4, 1'b0, PC_4);
    wire [9:0] addr = {PC[11:2]};
    Instruct_Memory mem(addr, Instruct);
endmodule
module ID_Stage(
  Mem_Write_Reg_EN, Mem_Dst_id, Exe_Dst_id, Exe_Wrire_Reg_EN, Exe_MemToReg, Mem_MemToReg, 
  ID_PC4, Instruct, WB_Dst_id, 
  Dst_id_info, Exe_Alu_Res, Mem_Alu_Res, Mem_out, WB_WriteReg_EN, Clock, clrn, Transfer_PC, Jump_PC, PCSourse, 
  NO_Stall, Write_Reg, MemToReg, Write_Mem, Alu_Code, alu_b_in_mux, Alu_dataIn_a, Alu_dataIn_b, immediate, rn, 
  Shift, Jal
);
    input [31:0] ID_PC4, Instruct, Dst_id_info, Exe_Alu_Res, Mem_Alu_Res, Mem_out;
    input [4:0] Exe_Dst_id, Mem_Dst_id, WB_Dst_id;
    input Mem_Write_Reg_EN, Exe_Wrire_Reg_EN, Exe_MemToReg, Mem_MemToReg, WB_WriteReg_EN;
    input Clock, clrn;
    output [31:0] Transfer_PC, Jump_PC, Alu_dataIn_a, Alu_dataIn_b, immediate;
    output [4:0] rn;
    output [3:0] Alu_Code;
    output [1:0] PCSourse;
    output NO_Stall, Write_Reg, MemToReg, Write_Mem, alu_b_in_mux, Shift, Jal;
    wire [5:0] opCode, funCode;
    wire [4:0] rs, rt, rd;
    wire [31:0] qa, qb, br_offset;
    wire [15:0] ext16;
    wire [1:0] fwda, fwdb;
    wire regret, sext, rsrtequ, e;
    assign funCode = Instruct[5:0];
    assign opCode = Instruct[31:26];
    assign rs = Instruct[25:21];
    assign rt = Instruct[20:16];
    assign rd = Instruct[15:11];
    assign Jump_PC = {ID_PC4[31:28], Instruct[25:0], 2'b00};
    Controller controller(
        Mem_MemToReg, Mem_Write_Reg_EN, Mem_Dst_id, Exe_MemToReg, Exe_Wrire_Reg_EN, Exe_Dst_id, funCode,
        opCode, rs, rt, rsrtequ, Write_Reg, MemToReg, Write_Mem, Alu_Code, alu_b_in_mux, regret,
        fwda, fwdb, NO_Stall, sext, PCSourse, Shift, Jal
    );
    Register_File reg_file(rs, rt, WB_Dst_id, Dst_id_info, WB_WriteReg_EN, ~Clock, qa, qb);
    mux2x5 dst_id_No(rd, rt, regret, rn);
    mux4 alu_a(qa, Exe_Alu_Res, Mem_Alu_Res, Mem_out, fwda, Alu_dataIn_a);
    mux4 alu_b(qb, Exe_Alu_Res, Mem_Alu_Res, Mem_out, fwdb, Alu_dataIn_b);
    assign rsrtequ = ~|(Alu_dataIn_a ^ Alu_dataIn_b);
    assign e = sext & Instruct[15];
    assign ext16 = {16{e}};
    assign immediate = {ext16, Instruct[15:0]};
    assign br_offset = {immediate[29:0], 2'b00};
    assign Transfer_PC = ID_PC4 + br_offset;
endmodule  
module EXE_Stage(
    Alu_Code, Alu_idata, DataIn_1, DataIn_2,
    Alu_idata_sel, Shift, Dst_id,  PC_4, 
    Jal, Dst_id_After, Alu_Result
);
    input [31:0] Alu_idata, DataIn_1, DataIn_2, PC_4;
    input [4:0] Dst_id;
    input [3:0] Alu_Code;
    input Alu_idata_sel, Shift, Jal;
    output [4:0] Dst_id_After;
    output [31:0] Alu_Result;
    wire [31:0] to_alu_a_bus, to_alu_b_bus, alu_out_bus, shift_data_bus, pc_bus;
    wire Zero;
    assign shift_data_bus = {Alu_idata[5:0], Alu_idata[31:6]};
    PC_Plus_4 pc_plus_4(PC_4, pc_bus);
    mux2 alu_a_in_mux(DataIn_1, shift_data_bus, Shift, to_alu_a_bus);
    mux2 alu_b_in_mux(DataIn_2, Alu_idata, Alu_idata_sel, to_alu_b_bus);
    mux2 alu_result_mux(alu_out_bus, pc_bus, Jal, Alu_Result);
    assign Dst_id_After = Dst_id;  
    Alu alu(to_alu_a_bus, to_alu_b_bus, Alu_Code, alu_out_bus);
endmodule  
module MEM_Stage(
    Write_Mem, Address, DataIn, DataOut
);
    input Write_Mem;
    input [31:0] Address, DataIn;
    output [31:0] DataOut;
    Data_Memory data_Memory(.Write(Write_Mem), .Address(Address), .DataIn(DataIn), .DataOut(DataOut));
endmodule  
==> results.cfg <==
; physical design summary
[route]
n_antenna_cell = 0
vias = 1784
wl_per_cell_um = 19.4
drtPass1Iterations = 2
viasPerCell = 4.27
drtIter0Drc = 42
drtAntennaViolNets = 0
drc_errors = 0
totalWireLength_um = 8110

[logic_synthesis]
ys_seq_share_pct = 0
synthesis.area_um2 = 1720
yosys_cells = 165
synth_cell_type_count = 20
post-synth-top-count-cell = buf_4
top_cells_by_count = buf_4 (66), mux4_2 (32), ha_1 (15)
top_cells_by_area = mux4_2 (42%), buf_4 (29%), ha_1 (11%)
top_area_share_pct = 41.8
top_area_cell = mux4_2
yosys_area_um2 = 1720
synthCells = 165
synth_warnings = 2
syn_area_per_cell_um2 = 10.4

[worst_setup_path]
start_kind = primary input
worstSetupPathType = primary input to primary output
critPathMaxStageDelay_ps = 630
cp_slowest_cell = or4_1
cp_cell_sequence = clkdlybuf4s50_1 -> nand4_1 -> or4_1 -> nor4_2 -> ha_1 -> mux4_2 -> clkdlybuf4s50_1
worst_path_most_repeated_cell = clkdlybuf4s50_1
crit_fanout = 6
endpoint_kind = primary output
worst_ep_required_time_ps = 8960
crit_arrival_ps = 5100

[grt]
grt_overflow = 0
grt_use_total_pct = 13.3
antenna_found_initial = 0
grt_pass1_wl_um = 11900
grt_max_degree = 33
grt_pass1_vias = 2017

[outcome]
status = finished, final reports clean

[floorplanning]
floorplan.core_util_pct = 23.6
ioPinCount = 226
num_rows = 31
dieArea_um2 = 11400
die_height_um = 107
core_area_um2 = 7290
die_w_um = 107

[final_timing]
setup_tns_ps = 0
rsz0062_at_grt = false
timing.hold.ws_ps = 5310
timing.fmax_mhz = 136
tightestPinTransition_ps = 584
period_minus_slack_ps = 7340
relSlewSlack_pct = 61.1
fin_crit_sh_pct = 65.6
final-setup-viol-count = 0
finalHoldViolations = 0
drv_slew = 0

[placed_design]
dpl.hpwl_um = 7480
gp_congestion = 0.878
port_buffers = 194

[layout]
final_core_util_pct = 46.4
flop-count = 0
nClkBuffers = 0
seqCellArea_um2 = 0
syn_to_final_growth_pct = 96.3
drive_gt1_share_pct = 11.9

[power_and_ir_drop]
power_leakage_nw = 1.35
ir_drop_mv = 0.0201
power_density_nw_per_um2 = 34.6

[cts]
cts_hold_buffers = 0
cts_resized = 0
cts_setup_buffers = 0

[min_path]
hold_path.class = primary input to primary output

[run]
warning_count = 32
max_cap_viol_count = 0
## worst paths after layout
kind                  startpoint          end  slack (ps)  cells past startpoint
worst min-delay path       PC[0]      PC_4[0]        5310                      2
worst max-delay path      PC[11]  Next_PC[30]        3860                      7
## area by class of cell
cell class	instances	area [um2]
fillers	710	3910
inverters	3	11.3
multi-input cells	120	1300
well taps	99	124
repair buffers	196	1950
## worst max-delay path: cells and delay by family
kind / cells / cell delay (ps)
simple gates: 3 / 1160
buf+inv: 2 / 960
mux: 1 / 450
fa+ha+maj: 1 / 300
## cells by family (layout without fill, tap and decap cells)
kind of cell	after synthesis	count (layout)	synth area share (%)
adders and majority gates	15	15	10.9
muxes	32	32	41.8
other	1	32	0.218
and+or+nand+nor	27	27	8.64
xor gates and xnor gates	14	14	7.12
buffers and inverters	76	199	31.3
## stage by stage
stage	instance area [um2]	total power, mW	setup slack, ps	instances
after global placement	3380	0.119	3840	418
after floorplan	1840	0.0449	5060	196
after CTS	3380	0.120	3830	418
final	3380	0.117	3860	418
after global routing	3380	0.127	3740	418
after detailed placement	3380	0.120	3840	418
## routing by layer
metal / GRT usage [%] / vias up / share of wire [%]
met5: 0 / - / 0
met4: 0 / 0 / 0
met1: 15.7 / 837 / 40
li1: - / 831 / -
met2: 24.8 / 116 / 52
met3: 4.12 / 0 / 8.7
## report_power, final
group / internal (mW) / switching [mW]
clock: 0 / 0
sequential: 0 / 0
combinational: 0.0904 / 0.0267
## placed cells by master (no fill, tap or decap), drive strengths merged
cell type / n
nor3: 3
or4: 1
and4: 1
nor2: 4
inv: 3
nor4: 3
nand2: 6
conb: 32
or2: 1
and3: 1
clkdlybuf4s50: 192
nand4: 5
buf: 4
mux4: 32
nand3: 1
ha: 15
and2: 1
xor2: 14
No activity file was given, so power comes from the tool's default toggle rates.
